==> flow/config.mk <==
export PLATFORM = sky130hd
export DESIGN_NAME = alu_top2
export DESIGN_NICKNAME = alu_top2
export VERILOG_FILES = /design/flow/design.v
export SDC_FILE = /design/flow/constraint.sdc
export NUM_CORES = 4
export LEC_CHECK = 1
export CORE_UTILIZATION = 30
==> flow/constraint.sdc <==
current_design alu_top2

set clk_period 5.7
set clk_io_pct 0.2

create_clock -name clk0 -period $clk_period [get_ports {clk}]

set non_clock_inputs [all_inputs -no_clocks]
set_input_delay [expr $clk_period * $clk_io_pct] -clock clk0 $non_clock_inputs
set_output_delay [expr $clk_period * $clk_io_pct] -clock clk0 [all_outputs]
==> flow/design.v <==
module BoothMultiplier (
    input clk,
    input start,
    input [7:0] multiplicand,
    input [7:0] multiplier,
    output reg [15:0] outbus,
    output reg done
);
    reg signed [7:0] M, Q;
    reg signed [8:0] A;  
    reg Qm1;
    reg [2:0] COUNT;
    reg [2:0] state;
    localparam S_IDLE   = 3'd0,
               S_INIT   = 3'd1,
               S_EXEC   = 3'd2,
               S_SHIFT  = 3'd3,
               S_COUNT  = 3'd4,
               S_DONE   = 3'd5;
    always @(posedge clk) begin
        case (state)
            S_IDLE: begin
                done <= 0;
                if (start)
                    state <= S_INIT;
            end
            S_INIT: begin
                A <= 9'd0;
                Q <= multiplier;
                M <= multiplicand;
                Qm1 <= 1'b0;
                COUNT <= 3'd0;
                state <= S_EXEC;
            end
            S_EXEC: begin
                case ({Q[0], Qm1})
                    2'b01: A <= A + M;  
                    2'b10: A <= A - M;  
                    default: ; 
                endcase
                state <= S_SHIFT;
            end
            S_SHIFT: begin
                {A, Q, Qm1} <= {A[8], A, Q, Qm1} >>> 1;
                state <= S_COUNT;
            end
            S_COUNT: begin
                COUNT <= COUNT + 1;
                if (COUNT == 3'd7)
                    state <= S_DONE;
                else
                    state <= S_EXEC;
            end
            S_DONE: begin
                outbus <= {A[7:0], Q}; 
                done <= 1;
                state <= S_IDLE;
            end
            default: state <= S_IDLE;
        endcase
    end
endmodule
module fac (
  input y,
  input x,
  input c_in,
  output z,
  output c_out
);
  assign z = (y ^ x ^ c_in);
  assign c_out = ((y & x) | (y & c_in) | (x & c_in));
endmodule
module adder (
  input [7:0] x,
  input [7:0] y,
  input op,
  output [8:0] z
);
  wire mr_useless;
  wire s0;
  wire s1;
  wire s2;
  wire s3;
  wire s4;
  wire s5;
  wire s6;
  wire s7;
  wire s8;
  wire s9;
  wire s10;
  wire s11;
  wire s12;
  wire s13;
  wire s14;
  wire s15;
  wire s16;
  wire s17;
  wire s18;
  wire s19;
  wire s20;
  wire s21;
  wire s22;
  wire s23;
  wire s24;
  wire s25;
  wire s26;
  wire s27;
  wire s28;
  wire s29;
  wire s30;
  wire s31;
  wire s32;
  assign s28 = (y[7] ^ op);
  assign s24 = (y[6] ^ op);
  assign s20 = (y[5] ^ op);
  assign s16 = (y[4] ^ op);
  assign s12 = (y[3] ^ op);
  assign s8 = (y[2] ^ op);
  assign s4 = (y[1] ^ op);
  assign s0 = (y[0] ^ op);
  assign s1 = x[0];
  assign s5 = x[1];
  assign s9 = x[2];
  assign s13 = x[3];
  assign s17 = x[4];
  assign s21 = x[5];
  assign s25 = x[6];
  assign s29 = x[7];
  fac fac_i0 (
    .y( s0 ),
    .x( s1 ),
    .c_in( op ),
    .z( s2 ),
    .c_out( s3 )
  );
  fac fac_i1 (
    .y( s4 ),
    .x( s5 ),
    .c_in( s3 ),
    .z( s6 ),
    .c_out( s7 )
  );
  fac fac_i2 (
    .y( s8 ),
    .x( s9 ),
    .c_in( s7 ),
    .z( s10 ),
    .c_out( s11 )
  );
  fac fac_i3 (
    .y( s12 ),
    .x( s13 ),
    .c_in( s11 ),
    .z( s14 ),
    .c_out( s15 )
  );
  fac fac_i4 (
    .y( s16 ),
    .x( s17 ),
    .c_in( s15 ),
    .z( s18 ),
    .c_out( s19 )
  );
  fac fac_i5 (
    .y( s20 ),
    .x( s21 ),
    .c_in( s19 ),
    .z( s22 ),
    .c_out( s23 )
  );
  fac fac_i6 (
    .y( s24 ),
    .x( s25 ),
    .c_in( s23 ),
    .z( s26 ),
    .c_out( s27 )
  );
  fac fac_i7 (
    .y( s28 ),
    .x( s29 ),
    .c_in( s27 ),
    .z( s30 ),
    .c_out( s31 )
  );
  fac fac_i8 (
    .y( s28 ),
    .x( s29 ),
    .c_in( s31 ),
    .z( s32 ),
    .c_out(mr_useless)
  );
  assign z[0] = s2;
  assign z[1] = s6;
  assign z[2] = s10;
  assign z[3] = s14;
  assign z[4] = s18;
  assign z[5] = s22;
  assign z[6] = s26;
  assign z[7] = s30;
  assign z[8] = s32;
endmodule
module alu_top2 (
    input clk,
    input rst,
    input start,
    input [7:0] a,   
    input [7:0] b,   
    input [1:0] op,  
    output reg [15:0] result,
    output reg [2:0] state  
);
wire [8:0] sum_or_diff;
wire [15:0] adder_result, mult_result, div_result;
wire carry_out_add;
wire start_mult, start_div;
wire done_mult, done_div;
wire adder_op;
assign adder_op = ~op[1] & op[0];   
assign adder_result = {{7{sum_or_diff[8]}},sum_or_diff};
assign start_mult = ~state[2] & state[1] & state[0];   
assign start_div = ~state[2] & ~state[1] & state[0];   
adder add_inst (
        .x(a),
        .y(b),
        .op(adder_op),
        .z(sum_or_diff)
);
BoothMultiplier booth_inst (
    .clk(clk),
    .start(start_mult),
    .multiplicand(a),
    .multiplier(b),
    .outbus(mult_result),
    .done(done_mult)
);
non_rest_div div_inst (
    .clk(clk),
    .reset(rst),
    .start(start_div),
    .a(a),
    .b(b),
    .quotient(div_result),
    .done(done_div)
);
initial begin
    state <= 0;
    result <= 0;
end
always @(posedge clk, negedge rst) begin
    if (!rst) begin
        state <= 3'b000;
        result <= 0;
    end else begin
        case (state)
            3'b000: begin   
                result <= 0;
                if (start) begin
                    case (op)
                        2'b00: begin  
                            state <= 3'b001;
                        end
                        2'b01: begin  
                            state <= 3'b010;
                        end
                        2'b10: begin  
                            state <= 3'b011;
                        end
                        2'b11: begin  
                            state <= 3'b100;
                        end
                    endcase
                end
            end
            3'b001: begin  
                result <= adder_result;
                state <= 3'b000;  
            end
            3'b010: begin  
                result <= adder_result;
                state <= 3'b000;  
            end
            3'b011: begin  
                if (done_mult) begin
                    result <= mult_result;
                    state <= 3'b101;  
                end
            end
            3'b100: begin  
                if (done_div) begin
                    result <= div_result;
                    state <= 3'b101;  
                end
            end
            3'b101: begin  
                state <= 3'b000;  
            end
        endcase
    end
end
endmodule
module non_rest_div (
    input clk,                 
    input reset,               
    input start,               
    input signed [7:0] a,      
    input signed [7:0] b,      
    output reg signed [15:0] quotient,  
    output reg done             
);
    localparam IDLE = 3'b000,
               INIT = 3'b001,
               CALC = 3'b010,
               DONE = 3'b011;
    reg [2:0] state, next_state;    
    reg [3:0] count;                
    reg a_sign, b_sign;             
    reg [15:0] A;                   
    reg [7:0] Q;                    
    reg [7:0] M;                    
    reg [15:0] next_A;
    reg [7:0] next_Q;
    always @(posedge clk) begin
        if (reset) begin
            state <= IDLE;
            done <= 1'b0;
            quotient <= 16'sd0;
        end else begin
            state <= next_state;
        end
    end
    always @(*) begin
        case (state)
            IDLE: next_state = start ? INIT : IDLE;
            INIT: next_state = (b == 0) ? DONE : CALC;
            CALC: next_state = (count == 4'd8) ? DONE : CALC;
            DONE: next_state = IDLE;
            default: next_state = IDLE;
        endcase
    end
    always @(posedge clk) begin
        if (reset) begin
            count <= 4'd0;
            A <= 16'd0;
            Q <= 8'd0;
            M <= 8'd0;
            a_sign <= 1'b0;
            b_sign <= 1'b0;
            done <= 1'b0;
            quotient <= 16'sd0;
        end else begin
            case (state)
                IDLE: begin
                    done <= 1'b0;   
                end
                INIT: begin
                    a_sign <= a[7];
                    b_sign <= b[7];
                    Q <= a[7] ? -a : a;   
                    M <= b[7] ? -b : b;   
                    A <= 16'd0;   
                    count <= 4'd0;   
                    done <= 1'b0;
                end
                CALC: begin
                    {next_A, next_Q} = {A[14:0], Q, 1'b0};
                    if (next_A[15] == 1'b0) begin
                        next_A = next_A - {8'd0, M};   
                        next_Q[0] = 1'b1;              
                    end else begin
                        next_A = next_A + {8'd0, M};   
                        next_Q[0] = 1'b0;              
                    end
                    A <= next_A;
                    Q <= next_Q;
                    count <= count + 4'd1;
                end
                DONE: begin
                    if (b == 0) begin
                        quotient <= 16'sd0;
                    end else begin
                        if (a_sign ^ b_sign)
                            quotient <= -{8'd0, Q};
                        else
                            quotient <= {8'd0, Q};
                    end
                    done <= 1'b1;   
                end
                default: begin
                    done <= 1'b0;
                end
            endcase
        end
    end
endmodule
==> flow/run.sh <==
#!/bin/bash
# OpenROAD 26Q1-2900-gdf79404cd8, Yosys 0.63+post, stock flow scripts
make -C /OpenROAD-flow-scripts/flow DESIGN_CONFIG=/design/flow/config.mk WORK_HOME=/design/flow/orfs finish
==> results.ini <==
[critical_path]
slowest_stage=clkdlybuf4s50_1
path_max_fanout=6
reg2regPathDepth=10
cp_cell_sequence=clkdlybuf4s50_1 > inv_1 > ha_1 > mux2i_1 > fa_1 > fa_1 > inv_1 > fa_1 > fa_1 > fa_1 > fa_1 > inv_1 > fa_1 > nor3_1 > a21oi_1 > a21oi_1
reg2reg_to=booth_inst.A[7]
path_common_cell=fa_1
regToRegStartpoint=booth_inst.Q[0]
cp-end-kind=flip-flop
arrival_ns=5.12
crit_path_start_kind=input port
r2r_slack_ns=3.13
criticalPathCategory=in -> reg
cp.required_ns=5.95
max_stage_delay_ns=0.51

[clocking]
cts_tree=yes
cts_made_buffers=9
cts_num_sinks=68
cts.repair.resized=0
root_buffer=clkbuf_16
clk_pin_slew_ns=0.06
insertion_delay_ns=0.32
htreeDepth=3
postCtsSetupBuffers=0
clk_path_buf_depth=2
hold_buffers=0

[timing]
finalCriticalPeriod_ns=4.87
finalClockPeriodUsage_pct=85.4
slew_headroom_pct=43.4
hold_viol=0
fmax_ghz=0.206
fin_setup_tns_ns=0
slew_violations=0
rsz0062_at_grt=false
worst_pin_slew_ns=0.849
finalClockSkew_ns=0.00508
finalSetupViolCount=0

[floorplan]
core_um2=11400
die_x_um=110
die-area_um2=12200
die_h_um=110
boundaryPins=40
num_rows=39
core_util_floorplan_pct=30.9

[final_layout]
lay_top_count=edfxtp_1
instances_no_fill=501
most-common-layout-cells=edfxtp_1, nand2_1, clkdlybuf4s50_1, nor2_1, a21oi_1
final_core_util_pct=37.9
area_delta_synth_final_pct=22.6
drive_gt1_share_pct=6.98
stdcell_area_um2=4320

[global_routing]
grt_util_met3_pct=4.31
grt_max_degree=20
grt_pass1_wl_um=11100
busiest_layer=met1
grt_antenna_before_repair=0
grt.overflow.total=0
grtUsageTotal_pct=12.5
grt_pass1_vias=2179
grtUsageMet1_pct=19.7
met2_usage_pct=17.9

[routing]
vias=2367
via_per_inst=4.72
drtAntennaViolNets=0
wl_per_cell_um=13.7
dr.pass1.iters=4
wl_um=6880
diodes=0
drc=0
drt-initial-drc-count=189

[place]
placed_area_um2=4050
dpl.cell_count=485
gp_congestion=0.809
post-dp-hpwl_um=5180
io_buffer_count=39

[run]
max-cap-violations=0
warnings=29

[synthesis]
syn_inst=313
synth-area-yosys_um2=3520
ys.flops=68
synth_area_um2=3520
synth_area_per_cell_um2=11.3
synth_cell_type_count=40
ys_seq_share_pct=55.2
yosys_warnings=37
ys_cells=313

[pwr]
leakage_nw=1.57
ir_drop_mv=0.153
power_mw=1.08
powerDensity_nw_per_um2=250

[outcome]
status=finished clean

[hold_path]
holdCritPathClass=reg -> reg
hold_depth=0
holdPathEnd=booth_inst.outbus[3]
min-delay-start=booth_inst.Q[3]

-- cells in the mapped netlist, drive strengths merged --
cell type  count  area (um2)
nor2          35         136
nand3          3        15.0
nor4b          1        8.76
o41ai          1        16.3
nor2b          5        38.8
o211ai         1        7.51
dfrtp         19         475
a21oi         27         135
nor3           7        35.0
a41oi          1        8.76
and2           1        6.26
a311oi         1        8.76
and3b          1        8.76
mux2i          1        10.0
o2111ai        1        8.76
a32o           1        10.0
o21ai         13        65.1
a22oi          5        37.5
buf            7        41.3
or4            1        7.51
and3           3        20.0
fa             8         160
a211oi         1        20.0
clkbuf         4        15.0
nand3b         1        7.51
nand2         45         169
nand2b         4        25.0
ha            16         200
edfxtp        49        1470
mux2           1        11.3
a31oi          3        18.8
o22ai          4        25.0
inv           16        60.1
xor2          11        96.3
nor4           1        21.3
xnor2         14         123
-- flip-flops by register name, indices dropped and copies added (netlist names) --
| signal | count |
|---|---|
| booth_inst.COUNT | 3 |
| booth_inst.state | 3 |
| result | 16 |
| booth_inst.done | 1 |
| booth_inst.Qm1 | 1 |
| booth_inst.A | 9 |
| booth_inst.M | 8 |
| state | 3 |
| booth_inst.Q | 8 |
| booth_inst.outbus | 16 |
-- report_power, final --
part / internal, mW / total, mW / switching (mW)
clock network: 0.295 / 0.504 / 0.209
logic: 0.0252 / 0.0501 / 0.0248
registers: 0.527 / 0.527 / 0
-- area by class of cell --
type,count,area (um2)
clock inverter,7,52.6
multi-input combinational,218,1460
clock buffer,9,225
fill,1091,7100
sequential,68,1950
timing repair buffer,40,398
inverter,16,60.1
tap,143,179
-- worst max-delay path, delay by kind of cell --
family,cells,cell delay (ns)
adder cells (fa/ha/maj),8,2.61
buffers and inverters,4,0.73
AND-OR/OR-AND,2,0.23
multiplexers,1,0.21
AND/OR/NAND/NOR,1,0.20
-- stage by stage --
stage          setup WS, ns  hold slack [ns]
3_5_place_dp          0.542            0.434
4_1_cts               0.844            0.448
2_1_floorplan          1.23            0.426
3_3_place_gp          0.615            0.433
5_1_grt               0.677            0.466
6_report              0.835            0.447
-- layer usage --
layer  up-vias  wire (um)
met3         6        430
met1      1130       3340
met4         0         57
li1       1175          -
met5         -          0
met2        56       3050
-- worst max path at each step --
stage      from         to  slack [ns]  cells after the start
6_report  op[1]  result[7]        0.83                     16
5_1_grt   op[1]  result[7]        0.68                     16
4_1_cts   op[1]  result[7]        0.84                     16
-- cells by family after synthesis --
group / synth area share [%]
and+or+nand+nor: 14.2
DFF: 55.2
AOI/OAI and AO/OA: 10.3
buffers and inverters: 3.30
xor gates and xnor gates: 6.21
adders and majority gates: 10.2
muxes: 0.603
